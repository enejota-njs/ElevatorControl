==> design/flow/config.mk <==
export PLATFORM = sky130hd
export DESIGN_NAME = seven_segment_decoder
export DESIGN_NICKNAME = seven_segment_decoder
export VERILOG_FILES = /design/flow/design.v
export SDC_FILE = /design/flow/constraint.sdc
export NUM_CORES = 4
export LEC_CHECK = 1
export CORE_AREA = 10 10 70 70
export DIE_AREA = 0 0 80 80
==> design/flow/constraint.sdc <==
current_design seven_segment_decoder

set clk_period 1.0
set clk_io_pct 0.2

create_clock -name clk0 -period $clk_period

set non_clock_inputs [all_inputs -no_clocks]
set_input_delay [expr $clk_period * $clk_io_pct] -clock clk0 $non_clock_inputs
set_output_delay [expr $clk_period * $clk_io_pct] -clock clk0 [all_outputs]
==> design/flow/design.v <==
module seven_segment_decoder (
	input a2, a1, a0,
	output seg_a, seg_b, seg_c, seg_d, seg_e, seg_f, seg_g, seg_p
	);
	not (not_a2, a2);
	not (not_a1, a1);
	not (not_a0, a0);
	and (w0, not_a2, not_a1, a0);
	and (w1, a2, not_a1, not_a0);
	or (seg_a, w0, w1);
	and (w2, a2, not_a1, a0);
	and (w3, a2, a1, not_a0);
	or (seg_b, w2, w3);
	and (seg_c, not_a2, a1, not_a0);
	and (w4, not_a2, not_a1, a0);
	and (w5, a2, not_a1, not_a0);
	and (w6, a2, a1, a0);
	or (seg_d, w4, w5, w6);
	and (w7, a0, 1);
	and (w8, a2, not_a1);
	or (seg_e, w7, w8);
	and (w9, not_a2, a0);
	and (w10, not_a2, a1);
	and (w11, a1, a0);
	or (seg_f, w9, w10, w11);
	and (w12, not_a2, not_a1);
	and (w13, a2, a1, a0);
	or (seg_g, w12, w13);
	and (seg_p, 1, 1);
endmodule 
==> design/flow/run.sh <==
#!/bin/bash
# OpenROAD 26Q1-2900-gdf79404cd8, Yosys 0.63+post, stock flow scripts
make -C /OpenROAD-flow-scripts/flow DESIGN_CONFIG=/design/flow/config.mk WORK_HOME=/design/flow/orfs finish
==> results.txt <==
flow finished, numbers: fin crit period=0.957 ns, placed inst area=241 µm², DR iter-0 viols=0, design area=roughly 300 µm², setup TNS=0 ns, VDD IR-drop max=0.0490 mV, Lkg Pwr=about 0.13 nW, DR DRC count=0, Top delay family on crit path=buffers and inverters, Die H=80 µm, Rows=21, simple share=around a fifth, filler cell count=403, crit-path max cell delay=~0.23 ns, Tcrit/Tclk final=a little over nine tenths, max_cap viols=0, Seq/Total Area, Yosys=0%, Post-Synth AOI/OAI Area=21.1%, crit path buf inv count=2, gate count of the mapped netlist=15, number of diodes=0, Hold Vio Cnt, Final=0, fmax=1040 MHz, post-synthesis cell count from yosys=15, final core utilization=8.86%, chip area=around 6400 µm², Final ANT Viol Nets=0, WS Path Type=input port to output pin, ratio of cells with drive above 1 in the final layout=73.1%, pre-CTS WS=-0.762 ns, Crit-path slowest cell=dlygate4sd2_1, chip area in the Yosys report=88.8 µm², OpenROAD warnings=33, Final Setup Violations=0, global route overflow=0, Die X=80 µm, vias in the first global route=139, Port Buffers=10, CP arrival=0.76 ns, Top non-seq family=buffers and inverters, Cell area leaders=xnor2_1, maj3_2, a21o_2, buf_4, inv_1, Area growth, synth to finish=241%, starting density of the core=under 10%, wire per inst=5.92 µm, Synth mux share=0%, vias=between 100 and 150, Slew Viols, Final=0, Pre-antenna DRT Iters=1, Min Hold Slack=between 0.6 and 0.7 ns, Yosys warning total=17, Flop area=0 µm², via/cell ratio=1.88, GP Congestion=0.737, leading area contributor after synthesis=xnor2_1, Setup crit end kind=output pin, core area=3420 µm², top area contributor share=19.7%, GRT Total Usage=1.36%, clock buf count=0, Routed Wire Length=about 430 µm, Cell Pwr Density=375 nW/µm², RSZ-0062 raised after global routing=no, initial antenna violation count=0, mapped cell area=about 89 µm², crit start category=input port, Post-synth top cells=inv_1, nor2_1, xnor2_1, xor+xnor area frac=between 15 and 20%, largest net degree at the start of global routing=7, status=finished, final reports clean, flop count=0, comb. cell area=111 µm², count of different cell masters after synthesis=12, Crit Path Max Fanout=6, hold buffers post-CTS=0, first-pass GRT wire length=731 µm, Adder Area Share=12.7%, Syn Area/Cell=5.92 µm², final worst slack=0.0430 ns, Hold Path Class=input port to output pin, Top Ports=11, Cell Chain, Critical Path=buf_12 -> xnor2_4 -> nor2_2 -> dlygate4sd2_1, crit path DRT=0.80 ns
==> per-stage QoR <==
step | power [mW] | instances
floorplan | 0.0268 | 15
global placement | 0.0872 | 70
detailed placement | 0.0874 | 70
CTS | 0.101 | 73
global route | 0.126 | 72
finish | 0.114 | 72
==> cell usage in the layout (no fill, tap or decap) <==
cell / instances
inv_2: 1
o21ai_1: 1
o21ai_2: 1
buf_2: 4
conb_1: 1
inv_1: 1
xnor2_4: 1
nor2_2: 1
buf_8: 1
xnor2_2: 1
nand3_2: 1
maj3_2: 1
buf_6: 4
nor2_1: 1
nor3_2: 1
dlygate4sd2_1: 3
a21o_2: 1
buf_12: 1
==> path summary, 6_finish.rpt <==
kind / start / endpoint / slack, ns / depth (start not counted)
setup / recovery: a2 / seg_a / 0.04 / 4
hold / removal: a2 / seg_g / 0.66 / 3
==> cell families (layout without fill, tap and decap cells) <==
group	Yosys count	in the layout
buffers and inverters	4	15
and+or+nand+nor	4	4
xor gates and xnor gates	2	2
other	1	1
AOI/OAI and AO/OA	3	3
adders and majority gates	1	1
==> worst min-delay path, stage by stage <==
cell     delay [ns]
buf_12         0.10
o21ai_1        0.06
buf_2          0.11
==> cell type report <==
class	instances	area share, %
Multi-Input combinational cell	11	36.8
Timing Repair Buffer	13	41.7
Tap cell	46	19.0
Inverter	2	2.48
==> metal layers <==
layer	GRT usage, %	routed length, µm	vias to the layer above
li1	-	-	68
met1	1.72	184	59
met2	2.09	172	8
met3	0.795	69	0
met4	0	0	0
met5	0	0	-
==> power by group <==
part	total [mW]	leakage, nW	internal (mW)	switching, mW
sequential	0	0	0	0
combinational	0.114	0.128	0.0738	0.0398
clock	0	0	0	0
total	0.114	0.128	0.0738	0.0398
==> timing repair <==
action,CTS,global route
setup endpoints to repair,7,4
setup buffers,3,0
resized,42,6
pin swaps,4,3
Power is estimated from default activity; no workload was simulated.
