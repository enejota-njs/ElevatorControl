--- design/flow/run.sh ---
#!/bin/bash
# OpenROAD 26Q1-2900-gdf79404cd8, Yosys 0.63+post, stock flow scripts
make -C /OpenROAD-flow-scripts/flow DESIGN_CONFIG=/design/flow/config.mk WORK_HOME=/design/flow/orfs finish
--- design/flow/config.mk ---
export PLATFORM = sky130hd
export DESIGN_NAME = state_change_control
export DESIGN_NICKNAME = state_change_control
export VERILOG_FILES = /design/flow/design.v
export SDC_FILE = /design/flow/constraint.sdc
export NUM_CORES = 4
export LEC_CHECK = 1
export CORE_AREA = 10 10 70 70
export DIE_AREA = 0 0 80 80
--- design/flow/constraint.sdc ---
current_design state_change_control

set clk_period 2.1
set clk_io_pct 0.2

create_clock -name clk0 -period $clk_period

set non_clock_inputs [all_inputs -no_clocks]
set_input_delay [expr $clk_period * $clk_io_pct] -clock clk0 $non_clock_inputs
set_output_delay [expr $clk_period * $clk_io_pct] -clock clk0 [all_outputs]
--- design/flow/design.v ---
module state_change_control (
	input e1, e0, floor3_key, floor2_key, floor1_key, floor0_key, c2, c1, c0, a1, a2, a0, u1, u0, l1, l0, d,
	output x);
	assign aux_000 = (~e1 & ~e0 & floor0_key) | (~e1 & ~e0 & floor1_key) | (~e1 & ~e0 & floor2_key) | (~e1 & ~e0 & floor3_key);
	assign aux_001 = (~u0 & l0) | (~u1 & l1) | (u0 & ~l0) | (u1 & ~l1);
	assign aux_002 = (aux_000 & ~a2) | (aux_000 & ~a1);
	assign p_00 = aux_001 & aux_002;
	assign p_01 = (~e1 & e0 & c2 & ~c1 & c0 & d);
	assign p_10 = (e1 & ~e0 & ~u1 & ~u0 & ~l1 & ~l0) | (e1 & ~e0 & ~u1 & u0 & ~l1 & l0) | (e1 & ~e0 & u1 & ~u0 & l1 & ~l0) | (e1 & ~e0 & u1 & u0 & l1 & l0) | (e1 & ~e0 & ~floor3_key & ~floor2_key & ~floor1_key & ~floor0_key);
	assign p_11 = (e1 & e0 & ~c2 & ~c1 & ~c0 & ~d);
	xor (x, p_00, p_01, p_10, p_11);
endmodule 
==> flow_summary.json <==
{
  "status": "finished clean",
  "ir_worst_vdd_uv": 16.3,
  "cp_data_required_time_ns": 1.68,
  "worst-setup-path-type": "primary input to primary output",
  "p_per_area_mw_per_mm2": 154,
  "drt_iter0_drc": 1,
  "clockBufferCount": 0,
  "slew_violations": 0,
  "hold_viol": 0,
  "synth_area_um2": 103,
  "power_frac_seq_pct": 0,
  "synth_area_leader_cell": "a211o_1",
  "fmax_ghz": 0.501,
  "flop_area_um2": 0,
  "clock_power_share_pct": 0,
  "chipArea_mm2": 0.00640,
  "relSlewSlack_pct": 82.4,
  "start_kind": "primary input",
  "min_path_type": "primary input to primary output",
  "ant_nets": 0,
  "drt_first_pass_iters": 3,
  "grt_max_degree": 5,
  "place_ws_ns": -0.349,
  "numPortBuffers": 17,
  "wire_per_inst_um": 8.55,
  "rsz0062_at_grt": "no",
  "viasPerCell": 2.24,
  "p_leak_nw": 0.104,
  "final_util_pct": 9.82,
  "cp_data_arrival_time_ns": 1.58,
  "coreArea_mm2": 0.00342,
  "synth.avg_cell_area_um2": 8.55,
  "seq_area_frac_synth_pct": 0,
  "area_leaders": "a211o_1 17%, xnor2_1 17%, o311ai_2 16%",
  "diodes": 0,
  "place.gp.congestion": 0.829,
  "cpPeakStageDelay_ns": 0.44,
  "globalRouteMet3Util_pct": 1.25,
  "fin_ws_ns": 0.103,
  "io_pins": 18,
  "use_met2_pct": 2.73,
  "num-fill-cells": 407,
  "worst_slew_pin_slew_ns": 0.261,
  "final_area_um2": 335,
  "cp_max_fo": 2,
  "ys_top_cells_by_count": "2 x a211o_1, 2 x xnor2_1",
  "overflow": 0,
  "totalWireLength_um": 641,
  "grt_pass1_wl_um": 979,
  "syn_to_final_growth_pct": 227,
  "ys_area_um2": 103,
  "p_sw_uw": 16.2,
  "pwr-share-comb_pct": 100.0,
  "ys_warn_count": 7,
  "grt_use_met1_pct": 2.57,
  "worstPathCellList": "clkdlybuf4s50_1, nor4_4, a21oi_2, o311ai_2, buf_2",
  "track_usage_pct": 1.94,
  "postCtsHoldBufs": 0,
  "max-cap-violations": 0,
  "synth.distinct_cells": 10,
  "placement.cell_area_um2": 338,
  "ff_count": 0,
  "dieHeight_um": 80,
  "vias": 168,
  "min_period_ns": 2.00,
  "swShare_pct": 31.3,
  "antenna_found_initial": 0,
  "yosysCellCount": 12,
  "postSynthCellCount": 12,
  "internal_power_uw": 35.5,
  "fin_crit_sh_pct": 95.1,
  "grt_pass1_vias": 174,
  "crit_slowest_cell": "clkdlybuf4s50_1",
  "setup_violations": 0,
  "initCoreUtil_pct": 3.00,
  "worst_setup_path_end_kind": "primary output",
  "route.detailed.drc": 0,
  "warnings": 33,
  "drive_gt1_share_pct": 13.8,
  "busiest_layer": "met2",
  "dieWidth_um": 80,
  "rows": 21,
  "top_cell_area_share_pct": 17.1
}
==> metal layers <==
metal,share of wire [%],vias to the layer above
met5,0,-
met4,0,0
met3,16,0
met2,42,10
met1,41,74
li1,-,84
==> worst paths after layout <==
path / cells past startpoint / slack [ns] / to / from
setup / recovery: 5 / 0.10 / x / floor0_key
hold / removal: 4 / 1.39 / x / e1
==> layout make-up <==
type | instances | area (um^2) | share of cell area, %
repair buffers | 17 | 163 | 48.5
well taps | 46 | 57.6 | 17.2
multi-input cells | 11 | 111 | 33.2
inverters | 1 | 3.75 | 1.12
==> repair_timing <==
item                                    in CTS  in global routing
endpoints found under the setup margin       1                  1
resized                                      5                  2
buffers inserted                             0                  0
pin swaps                                    2                  1
==> power groups by stage <==
stage         Sequential [mW]  Combinational, mW  Clock [mW]
global route                0             0.0552           0
CTS                         0             0.0495           0
finish                      0             0.0516           0
==> metrics by stage <==
stage | TNS (ns) | cells | total power, mW | hold WS [ns]
after detailed placement | -0.349 | 76 | 0.0525 | 1.88
after CTS | 0 | 76 | 0.0495 | 1.40
after floorplan | 0 | 12 | 0.0129 | 0.903
after global routing | 0 | 75 | 0.0552 | 1.45
after global placement | -0.341 | 76 | 0.0521 | 1.89
final | 0 | 75 | 0.0516 | 1.39
==> worst max-delay path: cells and delay by family <==
family                 cells  cell delay (ns)
and+or+nand+nor            1             0.30
buffers and inverters      2             0.58
AOI/OAI and AO/OA          2             0.27
==> cell families after synthesis <==
group / share of synthesized area [%]
buffers and inverters: 3.66
XOR/XNOR: 17.1
AND/OR/NAND/NOR: 36.6
AND-OR/OR-AND: 42.7
==> layout by cell type (no fill, tap or decap), drive strengths merged <==
cell type,n
a211o,2
a21oi,1
and4b,1
buf,1
clkdlybuf4s50,14
dlygate4sd2,2
inv,1
nor2b,1
nor4,1
nor4b,1
o21ai,1
o311ai,1
xnor2,2
Power and IR drop assume default switching activity.
